`/design/flow/config.mk`:
```
export PLATFORM = sky130hd
export DESIGN_NAME = Pedal_Board
export DESIGN_NICKNAME = Pedal_Board
export VERILOG_FILES = /design/flow/design.v
export SDC_FILE = /design/flow/constraint.sdc
export NUM_CORES = 4
export LEC_CHECK = 1
export CORE_UTILIZATION = 50
```
`/design/flow/constraint.sdc`:
```
current_design Pedal_Board

set clk_period 10.9
set clk_io_pct 0.2

create_clock -name clk0 -period $clk_period [get_ports {Clk}]

set non_clock_inputs [all_inputs -no_clocks]
set_input_delay [expr $clk_period * $clk_io_pct] -clock clk0 $non_clock_inputs
set_output_delay [expr $clk_period * $clk_io_pct] -clock clk0 [all_outputs]
```
`/design/flow/design.v`:
```
module overdrive_effect (
	input logic CLK,
	input logic gain,
	input logic [15:0] input_frame,	
	output logic [15:0] output_frame
);
logic [15:0] output_frame_next;
always_ff @ (posedge CLK) begin
	output_frame = output_frame_next;
end
always_comb begin
	output_frame_next = input_frame;
	if(gain) begin
		if($signed(output_frame_next) > $signed(16'h3a98)) begin  
			output_frame_next = 16'h3a98;
		end
		if($signed(output_frame_next) < $signed(16'hc568)) begin
			output_frame_next = 16'hc568;
		end
	end
	else begin
		if($signed(output_frame_next) > $signed(16'h2710)) begin  
			output_frame_next = 16'h2710;
		end
		if($signed(output_frame_next) < $signed(16'hd8f0)) begin
			output_frame_next = 16'hd8f0;
		end
	end
end
endmodule
module Pedal_Board(input logic [15:0] Signal_in,
						input logic RESET,
							input logic Clk,
							input logic [17:0] Switches,
							output logic [15:0] Signal_out,
							output logic [19:0] SRAM_ADDR,
							inout wire [15:0] SRAM_DQ);
logic od_start, trem_start, vib_start, delay_start;
logic OD_done, trem_done, vib_done, delay_done;
logic [15:0] OD_wire, trem_wire, delay_wire;
logic [15:0] OD_out, trem_out, delay_out;
overdrive_effect OD_pedal(	.input_frame(Signal_in),
									.CLK(Clk),
									.gain(Switches[16]),
									.output_frame(OD_out));
always_comb
	begin
		if (Switches[17])
			OD_wire = OD_out;
		else
			OD_wire = Signal_in;
	end									
tremolo trem_pedal(	.Signal_in(OD_wire),
							.CLK(Clk),
							.RESET(RESET),
							.Signal_out(trem_out));
always_comb
	begin
		if(Switches[14])
			trem_wire = trem_out;
		else
			trem_wire = OD_wire;
	end
always_comb
	begin				
	Signal_out = trem_wire;
	end
endmodule
module Triangle_generator (
	input logic CLK,
	input logic RESET,
	output logic [10:0] val
);
logic [15:0] timer;  
logic u_d;  
always_ff @(posedge CLK)
	begin
		if (RESET)
			begin
			val <= 11'h005;
			timer <= 16'h00000;
			u_d = 1;
			end
		else
			begin
				if (timer < 16'h3200)
					timer <= timer + 1;
				else
					begin
						timer <= 0;
						if (u_d)
							val <= val + 1;
						else
							val <=val - 1;	
					end
			end
		if (val == 11'd1000)
			u_d = 0;
		else if (val == 11'h000)
			u_d = 1;
	end
endmodule
module tremolo(input  logic [15:0] Signal_in,
					input  logic CLK, RESET,
					output logic [15:0] Signal_out);
logic [10:0] volume;
logic [26:0] Signal_cut;
Triangle_generator twg(.CLK(CLK), .RESET(RESET), .val(volume));
always_comb
	begin
		Signal_cut = $signed(Signal_in) * $signed(volume);
		Signal_out = Signal_cut[26:11];
	end
endmodule
```
`/design/flow/run.sh`:
```
#!/bin/bash
# OpenROAD 26Q1-2900-gdf79404cd8, Yosys 0.63+post, stock flow scripts
make -C /OpenROAD-flow-scripts/flow DESIGN_CONFIG=/design/flow/config.mk WORK_HOME=/design/flow/orfs finish
```
==> out/writeup.txt <==
The largest fanout on the critical path works out to 12. The worst setup path is captured at a primary output. Across all checked pins, the minimum headroom to the slew limit is 47.95%.

The logs give 50.94% for the initial cell density of the core and 15740 um for the post-detailed-placement half-perimeter wirelength. The post-synthesis simple-gate area fraction was 17.56%. The run gives 0 ns as the setup TNS. The number of instances in the synthesized netlist was 1071; the area added between synthesis and finish was 10.08%. The logs give 33770 um for the global-route wire length before repair and 24 for the synthesis warning total. The script logs the ratio of routed vias to standard cells as 5.092. The area share of the largest cell type after synthesis works out to 35.34%. The routability congestion estimate from global placement came out at 0.8695. The fmax came out at 94.19 MHz. The first detailed-routing pass ran for 4 iterations.

The post-synthesis average cell area came out at 8.515 um2. Per the post-route antenna check, the number of violating nets is 0. With the wire length the detailed router placed on met1 at 9343 um, the least setup slack across all paths after layout is 0.2837 ns. Initial antenna violation count: 0.

After synthesis the cells add up to 9120 um2. Per the TritonCTS log, the buffer count is 5. Number of global-route vias before repair: 6728. The run gives 8.31 ns as the register-to-register path setup slack. Per the detailed-route log, wirelength across all metal layers totals 19870 um. CTS built an H-tree with a depth of 2. With the count of endpoints without a timing constraint at 16, the final core utilization is 56.08%. The run gives 0.7797 ns for the actual slew at the worst max-slew pin.

The placement report lists the number of port buffers as 36. STA lists the startpoint of the worst register-to-register path as trem_pedal.twg.val[1]. The layout report lists the multi-input gate area as 7221 um2. The number of DRC violations after detailed-routing iteration 0 came out at 233.

Summing all placed instances gives a cell area of 9824 um2. The number of ports placed on the die boundary is 88, and the maximum clock path buffer count is 2. The script extracted a total leakage power of 0.004936 uW.

The run gives 24.44% as the overall global routing resource usage. Endpoints failing hold in the final report were tallied at 0. Timing startpoint of the critical path: Signal_in[5]. The critical path data required time was 8.72 ns; the area fraction in mux cells was 2.223%. After filler insertion, the fill cell instance count of the layout stands at 1713. The post-synthesis share of cell area spent on full adders, half adders and majority gates was 44.53%.

Entering global routing, the biggest net connects 30 pins. The die is 137.1 um tall. Of the synthesized area, sequential elements account for 9.658%. STA puts the critical path data arrival time at 8.44 ns.

Sorting the synthesized cells by area gives the leading types as fa_1, dfxtp_1, ha_1, inv_1, nand2_1. The worst clock skew came out at 0.004148 ns. For this run the aggregate overflow at the end of global routing stands at 0. Per the Yosys statistics, synthesis produced 1071 cells. Once synthesis finished, the tally of register bits stood at 44. STA classifies the critical path startpoint as an input port.

According to the floorplan report, the total die area is 18780 um2. Area fraction in compound gates: 10.69%. Signal nets in the final route climb as high as met4.

Setup repair after global routing left no endpoint under its margin. After detailed routing, the average wire length per cell comes to 14.84 um. The share of post-route cells with drive strength above 1 came out at 6.757%. TritonCTS built the clock tree.

Cell taking the most area after synthesis: fa_1. The antenna diode count was 0; the detailed route wirelength on metal2 was 9369 um. The path class of the tightest hold or removal check is register to register. After floorplanning, the core was sized to cover 17900 um2. Count of vias placed by the detailed router: 6818. The tree is rooted in a clkbuf_16. For the post-synthesis chip area from yosys, the log shows 9120 um2.

With the detailed-routed wire length on met3 at 961 um, the share of the cycle needed by the critical path after routing is 97.40%. The final max-slew violation count recorded for this run is 0. In the synthesized netlist the async set-or-reset flop fraction comes to 0%. Looking at the worst setup and hold paths, the clock pins of their registers show a slew of 0.07 ns. The areal power density over the cells is 136.8 nW/um2, and the length in cells of the worst reg-to-reg path is 8. The number of flops mapped to enable cells by yosys came out at 0. The run gives 56 for the OpenROAD warning count. Following the worst setup path forward leads to its endpoint at Signal_out[14].

The tools report the clock sink total as 44. The initialized floorplan defines 49 standard-cell rows. The run finished with clean final reports. The shortest clock period the worst path allows after layout works out to 10.62 ns. Among the non-sequential cells, adder cells take the most area. Most instantiated flip-flop cell in the synthesis netlist: dfxtp_1.

The number of different library cells used by synthesis comes to 70. The critical path is of the input port to primary output type. Once layout is done, the placed cells without fillers occupy 10040 um2. Prior to clock tree synthesis, the placed netlist has a worst setup slack of 0.003283 ns. The final report lists the setup-violating endpoint count as 0.

The run gives 0 as the number of maximum-capacitance constraint violations. The xor and xnor area share after synthesis was 2.977%. For the count of hold-fix buffers inserted at cts, the log shows 0. For the clock latency on the worst-skew pair, the log shows 0.30 ns. For this run, design rule violations remaining after detail routing come to 0.

The floorplan step set the die width to 137.1 um. The worst VDD IR drop from the latest analysis is 141.9 uV. The sequential cells in the finished layout cover a total of 880.8 um2. Worst flop-to-flop path endpoint: trem_pedal.twg.val[7].
synthesized netlist by cell type, types with 20 or more instances:
cell	number
ha_1	67
nand2_1	125
fa_1	161
clkbuf_1	45
inv_1	212
and2_1	68
a21oi_1	37
xnor2_1	21
buf_4	20
dfxtp_1	44
nor2_1	61
o21ai_0	26
critical path, stage by stage:
cell,delay (ns)
clkdlybuf4s50_1,0.56
mux2_2,0.41
nand2_1,0.12
fa_1,0.47
fa_1,0.45
fa_1,0.55
inv_1,0.05
fa_1,0.48
inv_1,0.06
fa_1,0.53
inv_1,0.05
ha_1,0.26
nor4_1,0.27
o21ai_1,0.16
a221o_1,0.39
o211ai_2,0.33
a2111oi_4,0.13
o41ai_1,0.44
clkdlybuf4s50_1,0.54
sequential cells by signal, indices dropped and copies added, names as in the netlist:
name / cells
OD_pedal.output_frame: 16
trem_pedal.twg.timer: 16
trem_pedal.twg.val: 11
trem_pedal.twg.u_d: 1
logic make-up after synthesis:
kind of cell,count (synthesis)
flops,44
compound gates,140
mux,19
simple gates,329
xor+xnor,31
other cells,1
fa+ha+maj,228
buf+inv,279
routing by layer:
layer | vias up | global-route usage, %
li1 | 3381 | -
met1 | 3298 | 38.90
met2 | 128 | 37.88
met3 | 11 | 4.837
met4 | 0 | 1.893
met5 | - | 0
where the power goes:
part	internal, uW	leakage, uW	switching (uW)
registers	170	0.000362	8.88
clock network	109	0.0000840	70.7
logic	471	0.00449	544
total	750	0.00494	624
per-stage QoR:
stage,power (uW),instances,hold WS [ns]
after floorplan,883.2,1092,0.4263
after global placement,1199,1329,0.4460
after detailed placement,1199,1329,0.4594
after CTS,1390,1337,0.4743
after global routing,1542,1339,0.4965
final,1374,1339,0.4686
worst min path at each step:
stage / from / endpoint / slack, ns / cells past startpoint
CTS: trem_pedal.twg.timer[0] / trem_pedal.twg.timer[0] / 0.47 / 1
global route: trem_pedal.twg.timer[0] / trem_pedal.twg.timer[0] / 0.50 / 1
finish: trem_pedal.twg.timer[0] / trem_pedal.twg.timer[0] / 0.47 / 1
final cells by class:
cell class	count	share of cell area [%]
Multi-Input combinational cell	769	71.92
Sequential cell	44	8.774
Inverter	213	7.964
Timing Repair Buffer	76	6.767
Tap cell	229	2.854
Clock buffer	5	1.246
Clock inverter	3	0.4736
placed cells by master, fill, tap and decap left out, drive strengths merged, types with 10 or more instances in the layout:
cell type	n
nor2	61
buf	40
a21oi	38
ha	67
inv	212
o21ai	28
nor3	14
clkdlybuf4s50	35
conb	22
dfxtp	44
a21o	11
xor2	10
nand2	125
and2	69
fa	161
xnor2	21
mux2	10
repair_timing:
item | in CTS | in global routing
cloned | 0 | 0
pin swaps | 0 | 3
setup endpoints to repair | 2 | 9
resized | 1 | 9
setup buffers | 0 | 2
No activity file was given, so power comes from the tool's default toggle rates.
