--- constraint.sdc ---
current_design delay

set clk_period 6.2
set clk_io_pct 0.2

create_clock -name clk0 -period $clk_period [get_ports {CLK}]

set non_clock_inputs [all_inputs -no_clocks]
set_input_delay [expr $clk_period * $clk_io_pct] -clock clk0 $non_clock_inputs
set_output_delay [expr $clk_period * $clk_io_pct] -clock clk0 [all_outputs]
--- run.sh ---
#!/bin/bash
# OpenROAD 26Q1-2900-gdf79404cd8, Yosys 0.63+post, stock flow scripts
make -C /OpenROAD-flow-scripts/flow DESIGN_CONFIG=/design/flow/config.mk WORK_HOME=/design/flow/orfs finish
--- config.mk ---
export PLATFORM = sky130hd
export DESIGN_NAME = delay
export DESIGN_NICKNAME = delay
export VERILOG_FILES = /design/flow/design.v
export SDC_FILE = /design/flow/constraint.sdc
export NUM_CORES = 4
export LEC_CHECK = 1
export CORE_UTILIZATION = 50
--- design.v ---
module delay #(parameter delay_time = 20000) (
	input logic CLK,
	input logic RESET,
	input logic [15:0] input_frame,	
	output logic [15:0] output_frame,
	output logic [19:0] SRAM_ADDR,
	inout wire [15:0] SRAM_DQ
);
logic [19:0] address, next_address, delayed_address;
logic [15:0] output_frame_next;
enum logic {READ, WRITE} State, Next_state; 
always_ff @ (posedge CLK) begin
	if(RESET) begin
		output_frame <= input_frame;
		address <= 0;
		State <= READ;
	end
	else begin 
		output_frame <= output_frame_next;
		address <= next_address;
		State <= Next_state;
		if(State == READ) begin
			SRAM_ADDR <= delayed_address;
			output_frame_next <= input_frame >>> 2 + SRAM_DQ;
		end
		if(State == WRITE) begin
			SRAM_ADDR <= next_address;
			SRAM_DQ <= input_frame;
		end	
	end
end
always_comb begin
	next_address = address+1;
	if(next_address == delay_time)
		next_address = 0;
	delayed_address = next_address-1;
	if(next_address == 0)
		delayed_address = delay_time-1;
end
always_comb begin
	Next_state = READ;
	if(State == READ)
		Next_state = WRITE;
end
endmodule
==> impl_metrics.tcl <==
# yosys + openroad results
set metrics [dict create \
    cts-root-buf "clkbuf_8" \
    yosys_warnings 2 \
    finalWeightedCongestion 0.978 \
    synth_top_area_share 0.324 \
    portBuffers 53 \
    netlist_instances 469 \
    hold_buffers 0 \
    flop_cell "edfxtp_1" \
    ys_top_cells_by_area "edfxtp_1 32%, dfxtp_1 15%, mux2_2 5.8%" \
    status "did not finish" \
    htree_levels 3 \
    top_area_cell "edfxtp_1" \
    lastStage "4_1_cts" \
    yosys_cells 469 \
    cts_num_sinks 89 \
    fp-row-count 35 \
    cts_buffers 9 \
    ys_seq_frac 0.478 \
    ys_ff 89 \
    avgSynthCellArea_um2 10.3 \
    die_w_um 100 \
    ioPinCount 70 \
    clock_path_buffers 2 \
    syn_area_um2 4810 \
    ys_types 59 \
    cts_resized 0 \
    synthArstFlopShare 0 \
    fp.dieH_um 100 \
    yosysChipArea_um2 4810 \
    edf_count 52 \
    stop_error "[error] [KeplerFormal.cpp:679] Workflow failed: Iso has multiple drivers: .SRAM_DQ4, SRAM_DQ[4]$_DFFE_PP_.Q0" \
    fp_util 0.518 \
    post_cts_buffers 0 \
    dp_hpwl_mm 8.15 \
]
[logic make-up after synthesis]
logic type / after synthesis / share of synthesized area
AND/OR/NAND/NOR: 186 / 0.198
flip-flops: 89 / 0.478
AND-OR/OR-AND: 80 / 0.118
multiplexers: 43 / 0.0959
XOR/XNOR: 36 / 0.0702
buffers and inverters: 30 / 0.0270
adder cells (fa/ha/maj): 5 / 0.0130
[cell usage after synthesis (all sizes together) (7+ instances only)]
cell	number
and2	7
xnor2	22
nor4	10
nand3	15
nand4	9
edfxtp	52
nand2	46
a211oi	8
buf	14
mux2	25
o21ai	20
nor3	15
mux2i	18
dfxtp	37
xor2	14
inv	8
a21oi	9
nor2	53
clkbuf	8
[through the flow]
step / utilization / area, um^2 / setup WS, ns / hold slack (ns) / cells
after detailed placement: 0.587 / 5450 / 1.54 / 0.460 / 635
after global placement: 0.587 / 5450 / 1.69 / 0.453 / 635
after floorplan: - / 4810 / 2.36 / 0.449 / 469
