File: design/flow/config.mk
export PLATFORM = sky130hd
export DESIGN_NAME = shape
export DESIGN_NICKNAME = shape
export VERILOG_FILES = /design/flow/design.v
export SDC_FILE = /design/flow/constraint.sdc
export NUM_CORES = 4
export LEC_CHECK = 1
export CORE_UTILIZATION = 30
File: design/flow/constraint.sdc
current_design shape

set clk_period 303.7
set clk_io_pct 0.2

create_clock -name clk0 -period $clk_period [get_ports {Clk}]

set non_clock_inputs [all_inputs -no_clocks]
set_input_delay [expr $clk_period * $clk_io_pct] -clock clk0 $non_clock_inputs
set_output_delay [expr $clk_period * $clk_io_pct] -clock clk0 [all_outputs]
File: design/flow/design.v
module  shape ( input       Clk,                 
							Reset,               
							frame_clk,           
				input [15:0] next_val,
	   			input [9:0] DrawX, DrawY,        
				output logic is_shape              
			  );
	logic [9:0] counter;
	logic [15:0]mem_block [640];
	logic [7:0]val_to_pop;
	assign val_to_pop = mem_block[0];
	logic frame_clk_delayed, frame_clk_rising_edge;
	always_ff @ (posedge Clk) begin
		frame_clk_delayed <= frame_clk;
		frame_clk_rising_edge <= (frame_clk == 1'b1) && (frame_clk_delayed == 1'b0);
	end
	always_ff @ (posedge Clk) begin
		if(Reset) begin
			counter <= 1;
			for(int i = 0; i < 640; i++)
				mem_block[i] <= 0;
		end
		else begin
			if(counter == 100) begin
				for(int i = 0; i < 639; i++)
					mem_block[i] <= mem_block[i+1];
				mem_block[639] <= next_val;
				counter <= 0;
			end
			counter <= counter + 1;
		end
	end
	logic[7:0] to_check;
	assign to_check = mem_block[DrawX] >>> 8;
	always_comb begin
		if (DrawX >= 0 && DrawX <= 640 && (DrawY == $signed(to_check)+$signed(240)))
			is_shape = 1'b1;
		else
			is_shape = 1'b0;
	end
endmodule
File: design/flow/run.sh
#!/bin/bash
# OpenROAD 26Q1-2900-gdf79404cd8, Yosys 0.63+post, stock flow scripts
make -C /OpenROAD-flow-scripts/flow DESIGN_CONFIG=/design/flow/config.mk WORK_HOME=/design/flow/orfs finish
==> flow_metrics.py <==
# Physical implementation metrics
metrics = {
    "floorplan": {
        "die_w_um": 847.9,
        "floorplanUtilization_pct": 30.11,
        "dieHeight_um": 847.9,
        "io_pins": 40,
        "rows": 310,
    },
    "clock_network": {
        "holdBufCountCts": 0,
        "clkSinkCount": 5130,
        "ctsRootBufferMaster": "clkbuf_16",
        "cts_max_path_buffers": 4,
        "cts_setup_buffers": 0,
        "h-tree-depth": 6,
        "ctsResizeCount": 0,
        "numCtsBuffers": 599,
    },
    "synthesis": {
        "edf_count": 0,
        "synthesis.area_sq_um": 214700,
        "flop_cell": "dfxtp_1",
        "synth_warnings": 2,
        "post_synth.cell_area_avg_sq_um": 7.532,
        "ys.flops": 5130,
        "synth_cell_type_count": 89,
        "synth_cells": 28502,
        "yosysTopAreaCell": "dfxtp_1",
        "synth-cells-yosys": 28502,
        "ys_seq_share_pct": 47.84,
        "synthArstFlopShare_pct": 0,
        "ys_area_sq_um": 214700,
        "top_area_share_pct": 47.84,
        "yosys-top-cells-area": "dfxtp_1 48%, nand2_1 19%, a21oi_1 12%, clkbuf_1 3.6%, a22oi_1 3.5%",
    },
    "place": {
        "portBuffers": 30,
        "hpwl_mm": 1492,
        "place_area_sq_um": 232600,
        "gp_congestion": 1.394,
    },
    "run_status": {
        "toolErrorMsg": "[ERROR GRT-0183] Net clknet_0_Clk: heap underflow during 3D maze routing.",
        "haltStage": "5_1_grt",
        "status": "aborted with a tool error",
    },
    "grt": {
        "grt_max_degree": 171,
    },
}
==> logic make-up after synthesis <==
logic type,synth area share (%)
AND-OR/OR-AND,22.91
XOR/XNOR,0.09792
adder cells (fa/ha/maj),0.01749
buffers and inverters,4.581
flip-flops,47.84
multiplexers,0.4220
AND/OR/NAND/NOR,24.13
==> through the flow <==
| stage | instances | setup WS [ns] |
|---|---|---|
| after global placement | 37141 | 172.92 |
| after floorplan | 28502 | 178.43 |
| after detailed placement | 37141 | 173.01 |
| after CTS | 38210 | 173.02 |
==> Yosys cell counts (53+ instances only) <==
library cell	n
nand4_1	365
clkbuf_1	2037
buf_1	124
dfxtp_1	5130
a221oi_1	115
a2111oi_0	56
nor3_1	511
nand3_1	429
a32o_1	151
a22o_1	299
a32oi_1	540
o22ai_1	145
nor4_1	157
or4_1	60
nand2_1	10586
a221o_1	55
a22oi_1	1008
nor2_1	267
a222oi_1	53
a21oi_1	5279
buf_2	237
o21ai_0	124
